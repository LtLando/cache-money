File: flow/run.sh
#!/bin/bash
# OpenROAD 26Q1-2900-gdf79404cd8, Yosys 0.63+post, stock flow scripts
make -C /OpenROAD-flow-scripts/flow DESIGN_CONFIG=/design/flow/config.mk WORK_HOME=/design/flow/orfs finish
File: flow/config.mk
export PLATFORM = sky130hd
export DESIGN_NAME = cacheline_adapter
export DESIGN_NICKNAME = cacheline_adapter
export VERILOG_FILES = /design/flow/design.v
export SDC_FILE = /design/flow/constraint.sdc
export NUM_CORES = 4
export LEC_CHECK = 1
export CORE_AREA = 10 10 277 277
export DIE_AREA = 0 0 287 287
File: flow/constraint.sdc
current_design cacheline_adapter

set clk_period 14.0
set clk_io_pct 0.2

create_clock -name clk0 -period $clk_period [get_ports {clk}]

set non_clock_inputs [all_inputs -no_clocks]
set_input_delay [expr $clk_period * $clk_io_pct] -clock clk0 $non_clock_inputs
set_output_delay [expr $clk_period * $clk_io_pct] -clock clk0 [all_outputs]
File: flow/design.v
interface bmem_itf(
    input   bit         clk,
    input   bit         rst
);
    logic   [31:0]      addr;
    logic               read;
    logic               write;
    logic   [63:0]      rdata;
    logic   [63:0]      wdata;
    logic               resp;
    bit                 error = 1'b0;
    modport dut (
        input           clk,
        input           rst,
        output          addr,
        output          read,
        output          write,
        input           rdata,
        output          wdata,
        input           resp
    );
    modport mem (
        input           clk,
        input           rst,
        input           addr,
        input           read,
        input           write,
        output          rdata,
        input           wdata,
        output          resp,
        output          error
    );
    modport mon (
        input           clk,
        input           rst,
        input           addr,
        input           read,
        input           write,
        input           rdata,
        input           wdata,
        input           resp,
        output          error
    );
endinterface
interface mem_itf(
    input   bit         clk,
    input   bit         rst
);
    logic   [31:0]      addr;
    logic               read;
    logic               write;
    logic   [3:0]       wmask;
    logic   [31:0]      rdata;
    logic   [31:0]      wdata;
    logic               resp;
    bit                 error = 1'b0;
    modport dut (
        input           clk,
        input           rst,
        output          addr,
        output          read,
        output          write,
        output          wmask,
        input           rdata,
        output          wdata,
        input           resp
    );
    modport mem (
        input           clk,
        input           rst,
        input           addr,
        input           read,
        input           write,
        input           wmask,
        output          rdata,
        input           wdata,
        output          resp,
        output          error
    );
    modport mon (
        input           clk,
        input           rst,
        input           addr,
        input           read,
        input           write,
        input           wmask,
        input           rdata,
        input           wdata,
        input           resp,
        output          error
    );
endinterface
interface mon_itf(
    input   bit             clk,
    input   bit             rst
);
            logic           valid;
            logic   [63:0]  order;
            logic   [31:0]  inst;
            logic           halt;
            logic   [4:0]   rs1_addr;
            logic   [4:0]   rs2_addr;
            logic   [31:0]  rs1_rdata;
            logic   [31:0]  rs2_rdata;
            logic   [4:0]   rd_addr;
            logic   [31:0]  rd_wdata;
            logic   [31:0]  pc_rdata;
            logic   [31:0]  pc_wdata;
            logic   [31:0]  mem_addr;
            logic   [3:0]   mem_rmask;
            logic   [3:0]   mem_wmask;
            logic   [31:0]  mem_rdata;
            logic   [31:0]  mem_wdata;
            bit             error = 1'b0;
endinterface
module cacheline_adapter
(
    input clk,
    input reset_n,
    input logic [255:0] line_i,
    output logic [255:0] line_o,
    input logic [31:0] address_i,
    input read_i,
    input write_i,
    output logic resp_o,
    input logic [63:0] burst_i,
    output logic [63:0] burst_o,
    output logic [31:0] address_o,
    output logic read_o,
    output logic write_o,
    input resp_i
);
logic [63:0] buffer [3:0];
enum { WAITING, 
       DRAM_READ_1, DRAM_READ_2, DRAM_READ_3, DRAM_READ_4, TRANS_TO_LLC,
       READ_FROM_LLC, DRAM_WRITE_1, DRAM_WRITE_2, DRAM_WRITE_3, DRAM_WRITE_4, DONE_WRITE
} state, next_state;
logic DRAM_REQ_READ;
assign DRAM_REQ_READ = (state == DRAM_READ_1) | (state == DRAM_READ_2) | (state == DRAM_READ_3) | (state == DRAM_READ_4);
assign read_o = DRAM_REQ_READ;
logic DRAM_REQ_WRITE;
assign DRAM_REQ_WRITE = (state == DRAM_WRITE_1) | (state == DRAM_WRITE_2) | (state == DRAM_WRITE_3) | (state == DRAM_WRITE_4);
assign write_o = DRAM_REQ_WRITE;
assign line_o = {buffer[3], buffer[2], buffer[1], buffer[0]};
assign resp_o = (state == TRANS_TO_LLC) || (state == DONE_WRITE);
always_comb begin
    next_state = WAITING;
    case(state)
        WAITING: begin
            if(read_i) next_state = DRAM_READ_1;
            else if(write_i) next_state = READ_FROM_LLC;
            else next_state = WAITING;
        end
        DRAM_READ_1: begin
            if(resp_i) next_state = DRAM_READ_2;
            else next_state = DRAM_READ_1;
        end
        DRAM_READ_2: begin
            if(resp_i) next_state = DRAM_READ_3;
            else next_state = DRAM_READ_2;
        end
        DRAM_READ_3: begin
            if(resp_i) next_state = DRAM_READ_4;
            else next_state = DRAM_READ_3;
        end
        DRAM_READ_4: begin
            if(resp_i) next_state = TRANS_TO_LLC;
            else next_state = DRAM_READ_4;
        end
        TRANS_TO_LLC: begin
            next_state = WAITING;
        end
        READ_FROM_LLC: begin
            next_state = DRAM_WRITE_1;
        end
        DRAM_WRITE_1: begin
            if(resp_i) next_state = DRAM_WRITE_2;
            else next_state = DRAM_WRITE_1;
        end
        DRAM_WRITE_2: begin
            if(resp_i) next_state = DRAM_WRITE_3;
            else next_state = DRAM_WRITE_2;
        end
        DRAM_WRITE_3: begin
            if(resp_i) next_state = DRAM_WRITE_4;
            else next_state = DRAM_WRITE_3;
        end
        DRAM_WRITE_4: begin
            if(resp_i) next_state = DONE_WRITE;
            else next_state = DRAM_WRITE_4;
        end
        DONE_WRITE: begin
            next_state = WAITING;
        end
    endcase
end
always_comb begin
    address_o = {address_i[31:5], 5'b00000};
    case(state) 
        DRAM_WRITE_1 : begin
            burst_o = buffer[0];
        end
        DRAM_WRITE_2:  begin
            burst_o = buffer[1];
        end
        DRAM_WRITE_3:  begin
            burst_o = buffer[2];
        end
        DRAM_WRITE_4:  begin
            burst_o = buffer[3];
        end
        default: burst_o = 64'h0;
    endcase
end
always_ff @(posedge clk) begin
    case(state) 
        DRAM_READ_1: buffer[0] <= burst_i;
        DRAM_READ_2: buffer[1] <= burst_i;
        DRAM_READ_3: buffer[2] <= burst_i;
        DRAM_READ_4: buffer[3] <= burst_i;
        READ_FROM_LLC: begin
            buffer[0] <= line_i[63:0];
            buffer[1] <= line_i[127:64];
            buffer[2] <= line_i[191:128];
            buffer[3] <= line_i[255:192];
        end
    endcase
end
always_ff @(posedge clk) begin
    if(~reset_n) begin
        state <= WAITING;
    end else begin
        state <= next_state;
    end
end
endmodule : cacheline_adapter
==> flow_summary.toml <==
# generated from flow reports
[synthesis]
ys_area_um2 = 12570
syn_inst = 1166
ys.flops = 268
syn_area_per_cell_um2 = 10.78
ys_seq_share = 0.6306
yosysWarnings = 2
synth_area_um2 = 12570
ys_cells = 1166
ys_types = 23

[sta]
drv_slew = 0
finalHoldViolCount = 0
worst_hold_slack_ns = 0.4457
tightest_slew_ns = 0.7986
fin_tns_setup_ns = 0
period_needed_ns = 5.721
setup_violations = 0
rsz0062_at_grt = "no"
finalCritPeriodShare = 0.4087
slew_headroom = 0.4676
skew_ns = 0.006892
fmax_mhz = 174.8

[final_layout]
final_area_um2 = 20630
drive_above_1_share = 0.04757
area_delta_synth_final_pct = 64.11

[worst_hold_path]
hold_path.class = "reg -> reg"
min_to = "state[5]"
hold_start = "state[0]"
hold-path-cell-count = 2

[die]
fp_util = 0.1786
pin_count = 712
fp.dieH_um = 287
chipArea_um2 = 82370
core-area_um2 = 70390
rows = 97
die_x_um = 287

[routing]
dr_total_vias = 11120
drt-total-wl_mm = 56.72
vias_per_cell = 4.079
firstDrtPassIters = 4
drcViolationCount = 0
drt-initial-drc-count = 520
antennaDiodeCount = 0
wire_per_inst_um = 20.80
ant_nets = 0

[power_and_ir_drop]
finalPower_mw = 2.031
cellLeakagePower_nw = 7.650
ir_drop_uv = 93.01
p_per_area_nw_per_um2 = 98.45

[setup_path]
reg2reg_to = "buffer[1][55]"
end_kind = "primary output"
cp-start-kind = "flop"
required_ns = 11.20
critical_path_class = "reg -> out"
critPathArrivalTime_ns = 2.92
r2r_slack_ns = 11.07
r2r-start = "state[5]"
reg2reg_depth = 4
path_max_fanout = 34

[global_route]
overflow = 0
grt_pass1_wl_mm = 79.48
grt_pass1_vias = 11730
grt_max_degree = 78
antenna_found_initial = 4
track_usage = 0.1324

[place]
post_dp_cell_area_um2 = 19600
gp_congestion = 0.9543
io_buffers = 647
dp_hpwl_mm = 41.73

[run]
cap_violations = 0
tool_warnings = 30

[clock_tree]
cts_tree = "yes"
postCtsHoldBufs = 0
clock-root-buffer = "clkbuf_16"
clk_path_buf_depth = 3
cts_sinks = 268
cts_resized = 0
clkTransAtPathRegs_ns = 0.06
numCtsBuffers = 30
clock_latency_ns = 0.58
post_cts.repair.setup_buffers = 0
cts_max_level = 1

[outcome]
status = "finished clean"
==> cell usage in the layout, fill, tap and decap left out <==
master           instances
clkdlybuf4s50_1        647
nand2_1                578
edfxtp_1               256
a22oi_1                128
nand2b_1                45
clkbuf_16               31
nand2b_4                20
buf_4                   12
clkbuf_1                 9
nor2b_1                  7
dfxtp_1                  7
mux2i_1                  6
clkinv_2                 6
conb_1                   5
bufinv_16                5
dfxtp_4                  5
or2_4                    4
clkinv_1                 3
inv_1                    2
and3_1                   2
or4_1                    2
clkbuf_8                 2
nor2_1                   1
nor3_1                   1
o311ai_0                 1
a21boi_0                 1
o21a_1                   1
==> synthesized netlist by cell type <==
master | count | area [um^2]
or4_1 | 2 | 15.01
buf_4 | 45 | 337.8
and3_1 | 2 | 12.51
nor2_1 | 1 | 3.750
or2_2 | 4 | 25.02
nand2b_4 | 20 | 275.3
nand2b_1 | 45 | 281.5
nor3_1 | 1 | 5.000
a22oi_1 | 128 | 960.9
buf_6 | 25 | 281.5
dfxtp_1 | 12 | 240.2
o21a_1 | 1 | 7.510
a21boi_0 | 1 | 7.510
clkbuf_1 | 3 | 11.26
mux2i_1 | 6 | 60.06
clkbuf_2 | 3 | 15.01
conb_1 | 1 | 3.750
inv_1 | 2 | 7.510
nor2b_1 | 7 | 43.79
o311ai_0 | 1 | 8.760
edfxtp_1 | 256 | 7687
nand2_1 | 578 | 2170
buf_2 | 22 | 110.1
==> per-stage QoR <==
stage          cells  setup WS [ns]  utilization
2_1_floorplan   1170          8.302            -
3_3_place_gp    2671          8.400       0.2785
3_5_place_dp    2671          8.400       0.2785
4_1_cts         2727          8.181       0.2931
5_1_grt         2727          8.032       0.2931
6_report        2727          8.279       0.2931
==> where the power goes <==
| group | internal, mW | leakage (nW) | switching (mW) |
|---|---|---|---|
| combinational | 0.157 | 4.68 | 0.0985 |
| clock | 0.505 | 0.506 | 0.324 |
| sequential | 0.924 | 2.46 | 0.0220 |
==> cells by family (layout without fill, tap and decap cells) <==
kind of cell | count (synthesis) | in the layout | share of synthesized area
compound gates | 131 | 131 | 0.07833
buf+inv | 100 | 717 | 0.06071
flops | 268 | 268 | 0.6306
mux | 6 | 6 | 0.004778
other cells | 1 | 5 | 0.0002983
simple gates | 660 | 660 | 0.2252
==> sequential cells by signal, indices dropped and copies added, names as in the netlist <==
| name | cells |
|---|---|
| buffer | 256 |
| state | 12 |
==> routing by layer <==
layer  track usage  wire length [um]  up-vias
li1              -                 -     5163
met1        0.1498             20420     5189
met2        0.2160             26890      673
met3       0.07332              7837       93
met4       0.03207              1550        6
met5             0                30        -
==> worst max-delay path by stage <==
stage,from,to,slack [ns]
after CTS,state[11],burst_o[52],8.18
after global routing,state[11],burst_o[52],8.03
final,state[11],burst_o[52],8.28
==> critical path: stages (launching register included) <==
cell	delay (ns)
dfxtp_4	0.75
buf_4	0.66
a22oi_1	0.23
nand2_1	0.15
clkdlybuf4s50_1	0.53
==> area by class of cell <==
type | count | area, um^2
fill | 7135 | 49760
clock inverter | 14 | 191.4
clock buffer | 42 | 837.1
tap | 940 | 1176
timing repair buffer | 659 | 6566
sequential | 268 | 7946
multi-input combinational | 802 | 3905
inverter | 2 | 7.507
No activity file was given, so power comes from the tool's default toggle rates.
