[./design.v]
interface bmem_itf(
    input   bit         clk,
    input   bit         rst
);
    logic   [31:0]      addr;
    logic               read;
    logic               write;
    logic   [63:0]      rdata;
    logic   [63:0]      wdata;
    logic               resp;
    bit                 error = 1'b0;
    modport dut (
        input           clk,
        input           rst,
        output          addr,
        output          read,
        output          write,
        input           rdata,
        output          wdata,
        input           resp
    );
    modport mem (
        input           clk,
        input           rst,
        input           addr,
        input           read,
        input           write,
        output          rdata,
        input           wdata,
        output          resp,
        output          error
    );
    modport mon (
        input           clk,
        input           rst,
        input           addr,
        input           read,
        input           write,
        input           rdata,
        input           wdata,
        input           resp,
        output          error
    );
endinterface
interface mem_itf(
    input   bit         clk,
    input   bit         rst
);
    logic   [31:0]      addr;
    logic               read;
    logic               write;
    logic   [3:0]       wmask;
    logic   [31:0]      rdata;
    logic   [31:0]      wdata;
    logic               resp;
    bit                 error = 1'b0;
    modport dut (
        input           clk,
        input           rst,
        output          addr,
        output          read,
        output          write,
        output          wmask,
        input           rdata,
        output          wdata,
        input           resp
    );
    modport mem (
        input           clk,
        input           rst,
        input           addr,
        input           read,
        input           write,
        input           wmask,
        output          rdata,
        input           wdata,
        output          resp,
        output          error
    );
    modport mon (
        input           clk,
        input           rst,
        input           addr,
        input           read,
        input           write,
        input           wmask,
        input           rdata,
        input           wdata,
        input           resp,
        output          error
    );
endinterface
interface mon_itf(
    input   bit             clk,
    input   bit             rst
);
            logic           valid;
            logic   [63:0]  order;
            logic   [31:0]  inst;
            logic           halt;
            logic   [4:0]   rs1_addr;
            logic   [4:0]   rs2_addr;
            logic   [31:0]  rs1_rdata;
            logic   [31:0]  rs2_rdata;
            logic   [4:0]   rd_addr;
            logic   [31:0]  rd_wdata;
            logic   [31:0]  pc_rdata;
            logic   [31:0]  pc_wdata;
            logic   [31:0]  mem_addr;
            logic   [3:0]   mem_rmask;
            logic   [3:0]   mem_wmask;
            logic   [31:0]  mem_rdata;
            logic   [31:0]  mem_wdata;
            bit             error = 1'b0;
endinterface
module arbiter(
    output  logic   [31:0]  bmem_address,
    output  logic           bmem_read,
    output  logic           bmem_write,
    input   logic   [63:0]  bmem_rdata,
    output  logic   [63:0]  bmem_wdata,
    input   logic           bmem_resp,
    input  logic   [31:0]  i_bmem_address,
    input  logic           i_bmem_read,
    input  logic           i_bmem_write,
    output logic   [63:0]  i_bmem_rdata,
    input  logic   [63:0]  i_bmem_wdata,
    output logic           i_bmem_resp,
    input  logic   [31:0]  d_bmem_address,
    input  logic           d_bmem_read,
    input  logic           d_bmem_write,
    output logic   [63:0]  d_bmem_rdata,
    input  logic   [63:0]  d_bmem_wdata,
    output logic           d_bmem_resp
);
always_comb begin
    if (~i_bmem_read) begin       
        bmem_address = d_bmem_address;
        bmem_read =    d_bmem_read;
        bmem_write =   d_bmem_write;
        d_bmem_rdata = bmem_rdata;
        bmem_wdata =   d_bmem_wdata;
        d_bmem_resp =  bmem_resp;
        i_bmem_rdata = 64'd0;
        i_bmem_resp = 1'b0;  
    end
    else begin                   
        bmem_address = i_bmem_address;
        bmem_read =    i_bmem_read;
        bmem_write =   i_bmem_write;
        i_bmem_rdata = bmem_rdata;
        bmem_wdata =   i_bmem_wdata;
        i_bmem_resp =  bmem_resp;
        d_bmem_rdata = 64'd0;
        d_bmem_resp = 1'b0;  
    end
end
endmodule
[./run.sh]
#!/bin/bash
# OpenROAD 26Q1-2900-gdf79404cd8, Yosys 0.63+post, stock flow scripts
make -C /OpenROAD-flow-scripts/flow DESIGN_CONFIG=/design/flow/config.mk WORK_HOME=/design/flow/orfs finish
[./config.mk]
export PLATFORM = sky130hd
export DESIGN_NAME = arbiter
export DESIGN_NICKNAME = arbiter
export VERILOG_FILES = /design/flow/design.v
export SDC_FILE = /design/flow/constraint.sdc
export NUM_CORES = 4
export LEC_CHECK = 1
export CORE_AREA = 10 10 194 194
export DIE_AREA = 0 0 204 204
[./constraint.sdc]
current_design arbiter

set clk_period 1.0
set clk_io_pct 0.2

create_clock -name clk0 -period $clk_period

set non_clock_inputs [all_inputs -no_clocks]
set_input_delay [expr $clk_period * $clk_io_pct] -clock clk0 $non_clock_inputs
set_output_delay [expr $clk_period * $clk_io_pct] -clock clk0 [all_outputs]
==> results.txt <==
yosys + openroad results -> CP arrival=1240 ps, drt initial violations=96, GRT Util Overall=12.2%, Max VDD drop=0.186 mV, Initial DRT Pass Iterations=4, fin util=27.7%, dominant logic cell type in the layout=dlygate4sd2_1, cycle use final=144%, Post-DRT Antenna Nets=0, maximum number of pins on one net before global-route repair=12, Die Y=204 um, I/O pin cnt=489, tally of max-capacitance violations=0, number of buffers added on ports=489, Crit. End Element=output pin, yosys stat area=2100 sq um, Mapped Avg Cell Area=8.29 sq um, post-DR wirelength/cell=21.2 um, Setup-failing EPs final=206, min Tclk post-route=1440 ps, P per Cell Area=404 nW/um^2, CP Data Required Time=800 ps, CP Class=in2out, DRC violations left=0, YS warnings=1, Slew HR=89.6%, RePlAce Congestion=0.857, worst-margin pin slew=157 ps, LEAKAGE=4.80 nW, vias per cell=3.35, FMAX=0.696 GHz, Die Area=41600 sq um, Top cells excl fill/tap=dlygate4sd2_1 (207), buf_6 (164), buf_2 (108), DP HPWL=20.4 mm, clkbuf count=0, sequential share of the synthesized area=0%, Mapped Area=2100 sq um, status=finished with violations, Core Area=33400 sq um, layout cell share with drive strength beyond 1=63.1%, Synth cell types=7, cells in synth_stat.txt=253, final wirelength=27.4 mm, vias in the first global route=4992, GRT overflow=0, violated checks=setup timing, Site Rows=67, CP startpoint kind=input port, core utilization at floorplan=6.27%, first-pass GRT wire length=36.9 mm, Area Overhead vs Synth=341%, endpoints failing hold=0, Worst Slack Setup Final=-437 ps, pre-CTS setup slack=-671 ps, Min-Delay Path Class=in2out, total power=3.74 mW, RSZ-0062 raised after global routing=yes, cts hold-fix bufs=0, register area=0 sq um, initial antenna violation count=16, die width=204 um, via count=4330, Final Slew Violations=0, CP max FO=4, registers=0, synthesized instance count=253, count of tool warnings=34
metal layers:
layer	routed length [um]	part of all wire [%]	up-vias	track usage (%)
met2	13800	51	320	21.9
li1	-	-	2033	-
met4	482	1.8	2	2.51
met3	2920	11	34	4.39
met1	10100	37	1941	13.4
met5	11	0.040	-	0
timing repair:
item / 4_1_cts / 5_1_grt
gates resized: 1194 / 193
endpoints found under the setup margin: 228 / 227
buffers inserted: 84 / 26
cloned: 34 / 1
pin swaps: 10 / 6
path summary, 6_finish.rpt:
check,start,end,slack [ps],cells after the start
setup / recovery,i_bmem_read,bmem_wdata[51],-440,7
hold / removal,d_bmem_read,bmem_read,670,3
power breakdown:
group,leakage [nW],switching (mW),internal [mW],total (mW)
Sequential,0,0,0,0
Clock,0.0000317,0,0.000000682,0.000000682
Combinational,4.80,1.06,2.67,3.74
per-stage QoR:
stage | instances | cell area [sq um] | hold slack, ps | setup TNS [ps]
floorplan | 253 | 2100 | 462 | 0
global placement | 1177 | 7490 | 1180 | -123650
detailed placement | 1177 | 7490 | 1170 | -125090
CTS | 1294 | 8990 | 798 | -50220
global route | 1290 | 9240 | 695 | -47530
finish | 1293 | 9250 | 674 | -42600
synthesized netlist by cell type:
cell | count | area share (%)
mux2_2 | 97 | 52
buf_6 | 10 | 5.4
and2_1 | 65 | 19
buf_2 | 13 | 3.1
clkbuf_1 | 2 | 0.36
or2_2 | 1 | 0.30
nor2b_1 | 65 | 19
layout make-up:
class / count / area (sq um)
fillers: 3449 / 24200
repair buffers: 612 / 6200
multi-input cells: 228 / 2480
well taps: 448 / 561
diodes: 5 / 12.5
kinds of logic (layout without fill, tap and decap cells):
kind of cell	after synthesis	count (layout)	synth area share, %
multiplexers	97	97	52.1
other	0	5	0
buffers and inverters	25	612	8.83
AND/OR/NAND/NOR	131	131	39.1
critical path, cell delays in order:
cell	delay, ps
buf_16	110
buf_12	140
buf_12	130
buf_16	120
buf_6	110
mux2_4	310
buf_6	110
Power and IR drop assume default switching activity.
