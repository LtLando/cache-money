<file path="flow/run.sh">
#!/bin/bash
# OpenROAD 26Q1-2900-gdf79404cd8, Yosys 0.63+post, stock flow scripts
make -C /OpenROAD-flow-scripts/flow DESIGN_CONFIG=/design/flow/config.mk WORK_HOME=/design/flow/orfs finish
</file>
<file path="flow/config.mk">
export PLATFORM = sky130hd
export DESIGN_NAME = bus_adapter
export DESIGN_NICKNAME = bus_adapter
export VERILOG_FILES = /design/flow/design.v
export SDC_FILE = /design/flow/constraint.sdc
export NUM_CORES = 4
export LEC_CHECK = 1
export CORE_AREA = 10 10 252 252
export DIE_AREA = 0 0 262 262
</file>
<file path="flow/constraint.sdc">
current_design bus_adapter

set clk_period 1.9
set clk_io_pct 0.2

create_clock -name clk0 -period $clk_period

set non_clock_inputs [all_inputs -no_clocks]
set_input_delay [expr $clk_period * $clk_io_pct] -clock clk0 $non_clock_inputs
set_output_delay [expr $clk_period * $clk_io_pct] -clock clk0 [all_outputs]
</file>
<file path="flow/design.v">
interface bmem_itf(
    input   bit         clk,
    input   bit         rst
);
    logic   [31:0]      addr;
    logic               read;
    logic               write;
    logic   [63:0]      rdata;
    logic   [63:0]      wdata;
    logic               resp;
    bit                 error = 1'b0;
    modport dut (
        input           clk,
        input           rst,
        output          addr,
        output          read,
        output          write,
        input           rdata,
        output          wdata,
        input           resp
    );
    modport mem (
        input           clk,
        input           rst,
        input           addr,
        input           read,
        input           write,
        output          rdata,
        input           wdata,
        output          resp,
        output          error
    );
    modport mon (
        input           clk,
        input           rst,
        input           addr,
        input           read,
        input           write,
        input           rdata,
        input           wdata,
        input           resp,
        output          error
    );
endinterface
interface mem_itf(
    input   bit         clk,
    input   bit         rst
);
    logic   [31:0]      addr;
    logic               read;
    logic               write;
    logic   [3:0]       wmask;
    logic   [31:0]      rdata;
    logic   [31:0]      wdata;
    logic               resp;
    bit                 error = 1'b0;
    modport dut (
        input           clk,
        input           rst,
        output          addr,
        output          read,
        output          write,
        output          wmask,
        input           rdata,
        output          wdata,
        input           resp
    );
    modport mem (
        input           clk,
        input           rst,
        input           addr,
        input           read,
        input           write,
        input           wmask,
        output          rdata,
        input           wdata,
        output          resp,
        output          error
    );
    modport mon (
        input           clk,
        input           rst,
        input           addr,
        input           read,
        input           write,
        input           wmask,
        input           rdata,
        input           wdata,
        input           resp,
        output          error
    );
endinterface
interface mon_itf(
    input   bit             clk,
    input   bit             rst
);
            logic           valid;
            logic   [63:0]  order;
            logic   [31:0]  inst;
            logic           halt;
            logic   [4:0]   rs1_addr;
            logic   [4:0]   rs2_addr;
            logic   [31:0]  rs1_rdata;
            logic   [31:0]  rs2_rdata;
            logic   [4:0]   rd_addr;
            logic   [31:0]  rd_wdata;
            logic   [31:0]  pc_rdata;
            logic   [31:0]  pc_wdata;
            logic   [31:0]  mem_addr;
            logic   [3:0]   mem_rmask;
            logic   [3:0]   mem_wmask;
            logic   [31:0]  mem_rdata;
            logic   [31:0]  mem_wdata;
            bit             error = 1'b0;
endinterface
module bus_adapter
(
    input   logic   [31:0]  address,
    output  logic   [255:0] mem_wdata256,
    input   logic   [255:0] mem_rdata256,
    input   logic   [31:0]  mem_wdata,
    output  logic   [31:0]  mem_rdata,
    input   logic   [3:0]   mem_byte_enable,
    output  logic   [31:0]  mem_byte_enable256
);
assign mem_wdata256 = {8{mem_wdata}};
assign mem_rdata = mem_rdata256[(32*address[4:2]) +: 32];
assign mem_byte_enable256 = {28'h0, mem_byte_enable} << (address[4:2]*4);
endmodule : bus_adapter
</file>
==> qor.yml <==
powerDensity_mw_per_mm2: 208
area_delta_synth_final_pct: 81.1
ir_worst_vdd_v: 0.000102
preCtsSetupSlack_ns: -0.646
maxSlewViolCount: 0
max_stage_delay_ns: 0.48
dieArea_mm2: 0.0686
viasPerCell: 2.64
outcome: "finished with violations"
yosysWarnings: 0
rsz0062_at_grt: "yes"
antenna_found_initial: 9
crit_top_cell: "buf_6"
drive_gt1_share_pct: 48.2
finalCritPeriodShare_pct: 114
fmax_mhz: 461
synth.top_cell.area_share_pct: 46.0
endpoint_kind: "primary output"
total_power_mw: 1.59
postSynthSeqShare_pct: 0
drtAntennaViolNets: 0
final.setup.worst_slack_ns: -0.269
seqCellArea_um2: 0
ff_count: 0
io_pins: 644
grt_pass1_vias: 4214
violations: "negative setup slack"
core_mm2: 0.0578
grt_max_degree: 33
fin_tns_setup_ns: -6.16
cp.arrival_ns: 1.79
yosys_area_mm2: 0.00423
maxCapViolCount: 0
final_common_cell: "clkdlybuf4s50_1"
crit_required_ns: 1.52
grt_pass1_wl_um: 29300
worstMarginPinSlew_ns: 0.389
syn-instance-count: 419
post-route-drc-count: 0
warnings: 63
relSlewSlack_pct: 74.1
syn_area_mm2: 0.00423
critical_path.startpoint: "address[2]"
initial_utilization_pct: 7.32
critPathLaunchType: "input port"
routed-via-count: 3525
hold_viol: 0
min_period_ns: 2.17
slowest_stage: "mux4_2"
drt_iter0_markers: 104
die_w_um: 262
hold_start: "mem_wdata[19]"
final_cell_mix: "clkdlybuf4s50_1 (214), buf_6 (68), mux4_2 (60)"
grt-ovfl-total: 0
wl_per_cell_um: 16.1
portBuffers: 327
firstDrtPassIters: 4
die_h_um: 262
crit_chain: "buf_16 -> buf_12 -> buf_8 -> buf_6 -> mux4_2 -> mux2_4 -> buf_6"
worstSetupPathType: "input port to primary output"
synth_top_cell_by_area: "buf_4"
p_leak_nw: 2.99
hold_buffers: 0
synth_cell_types: 12
grt_use_total_pct: 5.88
row_count: 88
clkbuf_count: 0
hp-class: "input port to primary output"
drt_wl_total_um: 21500
finalSetupViolCount: 32
crit_fanout: 8
syn_area_per_cell_um2: 10.1
topCellsByArea: "buf_4 (46%), mux4_1 (27%), mux4_2 (11%)"
finalWeightedCongestion: 0.846
hpwl_um: 17200
ys_cells: 419
## worst max-delay path, delay by kind of cell
kind / cells / cell delay, ns
buffers and inverters: 5 / 0.62
multiplexers: 2 / 0.77
## power breakdown
group / total [mW] / switching, mW / internal [mW]
Clock: 0.000000213 / 0 / 0.000000213
Sequential: 0 / 0 / 0
Combinational: 1.59 / 0.439 / 1.15
Total: 1.59 / 0.439 / 1.15
## logic make-up after synthesis
logic type	synth area share, %
buf+inv	49.2
mux	46.5
simple gates	4.32
## metrics by stage
stage	hold slack (ns)	instance area, µm²	cells	util [%]
after CTS	0.760	7570	1329	13.1
after floorplan	0.826	4230	419	-
final	0.760	7660	1334	13.3
after detailed placement	0.760	6570	1251	11.4
after global placement	0.760	6570	1251	11.4
after global routing	0.760	7650	1331	13.2
## final timing paths
path                                 to  slack, ns  cells past startpoint
worst min-delay path  mem_wdata256[115]       0.76                      0
worst max-delay path       mem_rdata[6]      -0.27                      7
## cell usage after synthesis (all sizes together)
cell	n
buf	269
clkbuf	10
mux2	32
mux4	64
nand2	5
nand2b	6
nor2	32
or2	1
## cell type report
type                            count  area (µm²)
Tap cell                          765         957
Fill cell                        6451       50100
Multi-Input combinational cell    140        2320
Antenna cell                        3        7.51
Timing Repair Buffer              426        4370
## metal layers
layer | routed length, µm | up-vias | global-route usage, %
met4 | 872 | 4 | 2.09
met1 | 6700 | 1595 | 5.58
li1 | - | 1516 | -
met2 | 10300 | 331 | 10.4
met5 | 23 | - | 0
met3 | 3550 | 79 | 3.39
## what timing repair did
action,in CTS,in global routing
cloned,5,0
buffers inserted,73,13
endpoints found under the setup margin,64,48
pin swaps,31,8
endpoints found under the hold margin,0,0
resized,394,52
Power and IR drop assume default switching activity.
